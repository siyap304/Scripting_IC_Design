`./constraint.sdc`:
```
current_design top_mealy

set clk_period 6.0
set clk_io_pct 0.2

create_clock -name clk0 -period $clk_period [get_ports {clk}]

set non_clock_inputs [all_inputs -no_clocks]
set_input_delay [expr $clk_period * $clk_io_pct] -clock clk0 $non_clock_inputs
set_output_delay [expr $clk_period * $clk_io_pct] -clock clk0 [all_outputs]
```
`./run.sh`:
```
#!/bin/bash
# OpenROAD 26Q1-2900-gdf79404cd8, Yosys 0.63+post, stock flow scripts
make -C /OpenROAD-flow-scripts/flow DESIGN_CONFIG=/design/flow/config.mk WORK_HOME=/design/flow/orfs finish
```
`./design.v`:
```
module top_mealy(
input clk,reset,d_in,
output detected,
output slowed_clk
    );
   parameter [2:0]S0 = 3'b000;  
   parameter [2:0]A0 = 3'b001;
   parameter [2:0]A01 = 3'b010;
   parameter [2:0]A010 = 3'b011;
   parameter [2:0]B1 = 3'b100;
   parameter [2:0]B10 = 3'b101;
   parameter [2:0]B101 = 3'b110;
   reg[2:0]cnt,nxt;
   reg z;
   clk_div div(clk,slowed_clk);
    always@(d_in or cnt)
   begin
     nxt = cnt;
     z = 0;
     case(cnt)
        S0 :
             if (d_in == 1'b0)
                 begin
                    nxt = A0;
                    z = 0;
                 end
              else begin
                  nxt = B1;
                  z = 0;
              end  
        A0 : 
             if (d_in == 1'b0) begin
                    nxt = A0;
                    z = 0;
                    end
              else begin nxt = A01;
              z = 0;
              end  
        A01 : 
             if (d_in == 1'b0) begin
                    nxt = A010;
                    z =0;
                    end
              else begin nxt = B1;  
              z = 0;
              end
         B1 : 
             if (d_in == 1'b0) begin
                    nxt = B10;
                    z=0;
                    end
             else begin nxt = B1; 
             z = 0;
             end  
        B10 : 
             if (d_in == 1'b0)
                    begin
                        nxt = A0;
                        z =0;
                    end  
              else begin 
              nxt = B101;  
              z =0;
              end 
        B101 : 
                 if (d_in == 1'b0)begin
                        nxt = A010;
                        z = 1;
                        end
                 else begin 
                 nxt = B1;
                 z = 0;
                 end     
        A010 : 
                 if (d_in == 1'b0) begin
                        nxt = A0;
                        z = 0;
                        end
                 else begin
                 nxt = B101;
                 z = 1;
                 end     
     default nxt = S0;                                    
     endcase
   end
 assign detected = z;  
   always@(posedge slowed_clk) 
   begin
     if(reset) 
        cnt <= S0;
     else 
        cnt <= nxt;
    end 
endmodule
module clk_div(clk, slowed_clk);
    input clk;
    output reg slowed_clk;
    parameter mid = 27'd67108864;
    reg [26:0]counter;
    always@(posedge clk)
    begin
        counter <= counter + 1; 
        if(counter<mid) begin
            slowed_clk <= 0;
        end
        else begin
            slowed_clk <= 1;
        end
    end
endmodule
```
`./config.mk`:
```
export PLATFORM = sky130hd
export DESIGN_NAME = top_mealy
export DESIGN_NICKNAME = top_mealy
export VERILOG_FILES = /design/flow/design.v
export SDC_FILE = /design/flow/constraint.sdc
export NUM_CORES = 4
export LEC_CHECK = 1
export CORE_AREA = 10 10 93 93
export DIE_AREA = 0 0 103 103
```
==> results.tsv <==
metric	value	unit
tool_warnings	25	
ys.flops	35	
ys_types	26	
dr.pass1.iters	3	
adder_share	0.976	%
yosys_cells	119	
switching_share	18.4	%
syn_area_per_cell	10.8	um2
floorplan.core_util	19.0	%
worst_slew_pin_slew	0.571	ns
switching_power	0.0525	mW
edf_count	0	
vias	785	
ys_sh_simple	24.2	%
grt_first_pass_wirelength	2.99	mm
cp.arrival	2.51	ns
final_antenna_net_count	0	
peakVddDrop	130	uV
ys_sh_aoi	1.37	%
die_w	103	um
cts_tree	done	
untimed_endpoints	7	
period_minus_slack	3.71	ns
grt_pass1_vias	699	
comb_area	571	um2
critPathMaxFanout	5	
top_cells_by_area	dfxtp_1 (55%), xnor2_1 (13%), xor2_1 (4.1%), nand3_1 (3.9%), nor2_1 (2.6%)	
drt_iter0_markers	45	
cts_root_buffer	clkbuf_8	
path_clk_slew	0.09	ns
end_kind	output port	
ys_seq_share	54.6	%
grt_setup_unrepaired	false	
final_cell_area	0.00146	mm2
grt_overflow_total	0	
cp_num_buf_inv	2	
yosys.area.top_type	dfxtp_1	
finalNonFillerCells	206	
clk_latency	0.27	ns
syn-cell-area	0.00128	mm2
ctsResizeCount	0	
start_kind	input port	
hold_buffers	0	
yosys_warnings	2	
dp_hpwl	1.24	mm
grt_max_degree	15	
wl	1.71	mm
crit-reg2reg-launch	div.counter[11]$_DFF_P_	
async_flop_share	0	%
hold_path_startpoint	div.counter[26]$_DFF_P_	
dpl_cell_area	0.00142	mm2
chipArea	0.0106	mm2
io_buffers	4	
antenna_cells	0	
pwr-share-comb	1.0	%
fin_ws	2.29	ns
area_delta_synth_final	14.1	%
drv_slew	0	
tns	0	ns
drive_above_1_share	7.14	%
top_cell_area_share	54.6	%
utilization	21.7	%
nFillCells	743	
path_delay_family	buffers and inverters	
rows	30	
hp-class	reg2reg	
cpPeakStageDelay	0.55	ns
synth.comb.largest_family	simple AND/OR/NAND/NOR gates	
cts_buffer_depth	2	
ys_sh_xor	17.1	%
coreArea	0.00676	mm2
mux_area_share	0.878	%
drc	0	
max-slew-margin-rel	61.6	%
hold_viol	0	
regArea	701	um2
finalSetupViolCount	0	
maxCapViolCount	0	
finalCritPeriodShare	61.9	%
track_usage	3.40	%
io_pins	5	
unclocked_regs	7	
cts_setup_buffers	0	
slowest_stage	clkdlybuf4s50_1	
numCtsBuffers	3	
dp_slack	2.29	ns
flop_cell	dfxtp_1	
critPathLaunch	d_in	
internal_power	0.232	mW
crit_required	4.80	ns
fmax	0.269	GHz
cpMostUsedCell	clkdlybuf4s50_1	
status	finished, final reports clean	
cp_cell_sequence	clkdlybuf4s50_1 -> mux2_2 -> clkdlybuf4s50_1	
die_y	103	um
power_density	195	mW/mm2
synth_cells	119	
wl_per_cell	8.31	um
power_frac_seq	65.2	%
skew	0.00395	ns
vias_per_cell	3.81	
ys_chip_area	0.00128	mm2
dp_cells	203	
p_leak	0.506	nW
clkPwrFrac	33.8	%
path_class	in2out	
antenna_found_initial	0	
ctsHtreeMaxLevel	1	
gp_congestion	0.794	
## registers in the layout (all words and copies together) (netlist names)
name	count
div.counter	27
cnt	7
div.slowed_clk	1
## final timing paths
| check | end | slack (ns) | cells after the start |
|---|---|---|---|
| worst max-delay path | detected | 2.29 | 3 |
| worst min-delay path | div.slowed_clk$_DFF_P_ | 0.37 | 0 |
| worst max register to register | div.counter[19]$_DFF_P_ | 4.37 | 4 |
| worst min register to register | div.slowed_clk$_DFF_P_ | 0.37 | 0 |
## metrics by stage
stage / power (mW) / hold slack [ns]
after global routing: 0.300 / 0.388
final: 0.285 / 0.368
after detailed placement: 0.193 / 0.359
after floorplan: 0.191 / 0.350
after CTS: 0.290 / 0.371
after global placement: 0.193 / 0.357
## power groups by stage
stage | registers, mW | logic [mW] | clock network, mW
after CTS | 0.186 | 0.00289 | 0.101
after global routing | 0.186 | 0.00311 | 0.111
final | 0.186 | 0.00286 | 0.0962
## synthesized netlist by cell type (all sizes together) (2+ instances only)
master,number
xor2,6
inv,3
nor4,2
nand4,6
and3,5
dfxtp,35
xnor2,19
nand2,8
nand3,10
nor3,3
nor2,10
## area by class of cell
class	count	share of cell area, %
Tap cell	80	6.84
Sequential cell	35	47.9
Timing Repair Buffer	4	2.74
Multi-Input combinational cell	81	39.0
Inverter	3	0.769
Clock buffer	3	2.82
## cells in the final DEF, fill, tap and decap left out, drive strengths merged
master,instances
a211oi,1
a21oi,1
and3,5
and4,1
clkbuf,3
clkdlybuf4s50,4
dfxtp,35
ha,1
inv,3
mux2,1
nand2,8
nand2b,1
nand3,10
nand4,6
nand4bb,1
nor2,10
nor3,3
nor3b,1
nor4,2
o21ai,1
or2,1
or3,1
or4,1
xnor2,19
xor2,6
## layer usage
layer,vias to the layer above,wire [um],part of all wire (%),GRT usage [%]
met5,-,0,0,0
met4,0,0,0,0.107
met3,0,113,6.6,1.35
met2,8,669,39,5.12
met1,357,929,54,4.77
li1,420,-,-,-
## cell families (layout without fill, tap and decap cells)
logic type               Yosys count  after routing
AND-OR/OR-AND                      3              3
XOR/XNOR                          25             25
adder cells (fa/ha/maj)            1              1
buffers and inverters              3             10
flip-flops                        35             35
multiplexers                       1              1
AND/OR/NAND/NOR                   51             51
Power is estimated from default activity; no workload was simulated.
