### ./run.sh
#!/bin/bash
# OpenROAD 26Q1-2900-gdf79404cd8, Yosys 0.63+post, stock flow scripts
make -C /OpenROAD-flow-scripts/flow DESIGN_CONFIG=/design/flow/config.mk WORK_HOME=/design/flow/orfs finish
### ./design.v
`timescale 1ns / 1ps
module Convolution(inp_matrix,out_matrix,inp_kernel);
parameter b=8;
parameter a=5;  
parameter c=3;  
input [a*a*b-1:0]inp_matrix;
input [c*c*b-1:0]inp_kernel;
output reg [(a-c+1)*b*(a-c+1)-1:0]out_matrix;
reg [b-1:0]matrix[a-1:0][a-1:0]; 
reg [b-1:0]kernel[c-1:0][c-1:0]; 
reg [2*b+c:0]out[a-c:0][a-c:0];
reg [2*b+c:0]sum;
integer row,col,i,j;
always @(*)
begin
    for(row=0; row<a; row=row+1)
    begin
        for(col=0; col<a; col=col+1)
        begin
            matrix[row][col] = inp_matrix[(row*a+col)*b+:b];
        end
    end
    for(row=0; row<c; row=row+1)
    begin
        for(col=0; col<c; col=col+1)
        begin
            kernel[row][col] = inp_kernel[(row*c+col)*b+:b];
        end
    end
    for(row=0; row<a-c+1; row=row+1)
    begin
        for(col=0; col<a-c+1; col=col+1)
        begin
            sum = 0;
            for(i=0; i<c; i=i+1)
            begin
                for(j=0; j<c; j=j+1)
                begin
                    sum = sum + (matrix[row+i][col+j]*kernel[i][j]);
                end
            end
            out[row][col] = sum;
        end
    end
    for(row=0; row<a-c+1; row=row+1)
    begin
        for(col=0; col<a-c+1; col=col+1)
        begin
            out_matrix[(row*(a-c+1)+col)*b+:b] = out[row][col];
        end       
    end
end
endmodule
### ./config.mk
export PLATFORM = sky130hd
export DESIGN_NAME = Convolution
export DESIGN_NICKNAME = Convolution
export VERILOG_FILES = /design/flow/design.v
export SDC_FILE = /design/flow/constraint.sdc
export NUM_CORES = 4
export LEC_CHECK = 1
export CORE_UTILIZATION = 40
### ./constraint.sdc
current_design Convolution

set clk_period 12.2
set clk_io_pct 0.2

create_clock -name clk0 -period $clk_period

set non_clock_inputs [all_inputs -no_clocks]
set_input_delay [expr $clk_period * $clk_io_pct] -clock clk0 $non_clock_inputs
set_output_delay [expr $clk_period * $clk_io_pct] -clock clk0 [all_outputs]
==> impl_metrics.env <==
# flow metrics
export IMPL_timing_critical_path_fanout_max=6
export IMPL_synth_cell_area_sq_um=83400
export IMPL_final_common_cell="sky130_fd_sc_hd__inv_1"
export IMPL_drc=0
export IMPL_relSlewSlack_pct=22.0
export IMPL_yosys_area_share_xor_xnor_pct=13.8
export IMPL_violations="setup timing"
export IMPL_finalCritPeriodShare_pct=104
export IMPL_largest_combinational_cell_category_by_area="adder cells"
export IMPL_ys_seq_share_pct=0
export IMPL_cts_hold_buffers=0
export IMPL_detail_route_first_pass_iterations=6
export IMPL_post_synth_num_cell_types=18
export IMPL_ys_sh_simple_pct=17.3
export IMPL_worst_hold_slack_ns=6.13
export IMPL_timing_max_transition_violations_final=0
export IMPL_cp_slowest_stage_delay_ns=0.59
export IMPL_rows=167
export IMPL_top_level_ports=344
export IMPL_globalRouteTotalUtil_pct=45.9
export IMPL_rsz0062_at_grt="true"
export IMPL_yosysCellCount=9729
export IMPL_mean_instance_size_in_the_synthesized_netlist_sq_um=8.57
export IMPL_chipWidth_microns=459
export IMPL_clock_fmax_mhz=78.6
export IMPL_worst_path_buf_inv=9
export IMPL_core_sq_um=207000
export IMPL_vias_in_the_first_global_route=75400
export IMPL_final_report_hold_violation_count=0
export IMPL_numPlacedInstances=13500
export IMPL_final_cells=13900
export IMPL_vias=70700
export IMPL_gp_routability_congestion=1.06
export IMPL_final_seq_area_sq_um=0
export IMPL_route_final_wire_length_mm=452
export IMPL_setup_worst_path_start_class="input pin"
export IMPL_final_layout_size_suffix_gt1_share_pct=18.8
export IMPL_final_setup_worst_slack_ns=-0.524
export IMPL_timing_critical_path_to_type="primary output"
export IMPL_syn_inst=9729
export IMPL_finalSetupViolCount=9
export IMPL_synth_yosys_chip_area_sq_um=83400
export IMPL_yosysWarnings=4
export IMPL_layout_area_overhead_vs_synth_pct=28.5
export IMPL_period_needed_ns=12.72
export IMPL_critPathArrivalTime_ns=10.28
export IMPL_log_warning_count=36
export IMPL_dpl_worst_slack_ns=-1.70
export IMPL_final_cell_mix="sky130_fd_sc_hd__inv_1 (2012), sky130_fd_sc_hd__nand2_1 (1477), sky130_fd_sc_hd__fa_1 (1474), sky130_fd_sc_hd__and2_1 (1352), sky130_fd_sc_hd__ha_1 (1222)"
export IMPL_detail_route_wl_per_cell_microns=32.5
export IMPL_portBuffers=344
export IMPL_worst_path_most_repeated_cell="sky130_fd_sc_hd__fa_1"
export IMPL_grt_antenna_before_repair=63
export IMPL_drv_max_cap_violation_count=0
export IMPL_seq_cell_count=0
export IMPL_initCoreUtil_pct=40.3
export IMPL_global_route_wire_length_before_repair_mm=614
export IMPL_synthAoiAreaFrac_pct=0.270
export IMPL_pin_count_of_the_biggest_net_entering_global_routing=26
export IMPL_antenna_violating_nets_post_route=0
export IMPL_critPathRequiredTime_ns=9.76
export IMPL_hpwl_mm=377
export IMPL_status="finished with violations"
export IMPL_critical_path_slowest_cell="sky130_fd_sc_hd__fa_1"
export IMPL_via_per_inst=5.07
export IMPL_fp_dieArea_sq_um=210000
export IMPL_fillCellCount=19100
export IMPL_worst_hold_path_type="input pin to primary output"
export IMPL_n_clock_buffer=0
export IMPL_timing_setup_critical_path_class="input pin to primary output"
export IMPL_synth_adder_area_share_pct=56.5
export IMPL_grt_remaining_overflow=0
export IMPL_mux_area_share_pct=0
export IMPL_path_delay_family="adder cells"
export IMPL_drt_first_iter_violations=4712
export IMPL_tightest_slew_ns=1.17
export IMPL_die_y_microns=459
## repair_timing
item,4_1_cts,5_1_grt
gates resized,633,536
pin swaps,337,455
endpoints found under the setup margin,27,22
setup buffers,234,139
cloned,2,4
## routing by layer
layer	global-route usage, %	vias up	wire length, microns
li1	-	30800	-
met1	60.4	35200	173000
met2	63.2	3728	188000
met3	23.0	977	59900
met4	22.8	49	31200
met5	2.07	-	1010
## stage by stage
stage | setup TNS (ns) | util (%) | area (sq um)
2_1_floorplan | -0.000760 | - | 83500
3_3_place_gp | -17.65 | 48.3 | 100000
3_5_place_dp | -17.06 | 48.3 | 100000
4_1_cts | -4.70 | 50.3 | 104000
5_1_grt | -4.79 | 51.7 | 107000
6_report | -3.03 | 51.7 | 107000
## cell families after synthesis
| family | count (synthesis) |
|---|---|
| adder cells (fa/ha/maj) | 2835 |
| AND-OR/OR-AND | 36 |
| XOR/XNOR | 1266 |
| buffers and inverters | 2676 |
| AND/OR/NAND/NOR | 2916 |
## cell type report
class | count | area (sq um) | area share (%)
antenna | 54 | 135 | 0.126
inverter | 2119 | 7960 | 7.43
multi-input combinational | 7053 | 74900 | 70.0
tap | 2788 | 3490 | 3.26
timing repair buffer | 1913 | 20600 | 19.2
## cell usage after synthesis, drive strengths merged
cell type	n	share of area (%)
ha	1287	19
xnor2	1016	11
a21o	18	0.16
a21oi	18	0.11
xor2	220	2.3
xnor3	30	0.81
inv	2119	9.5
buf	19	0.12
clkbuf	538	2.4
fa	1548	37
and2	1401	11
nand2	1515	6.8
## final timing paths
kind | startpoint | slack, ns | cells after the start | end
worst min-delay path | inp_kernel[56] | 6.13 | 6 | out_matrix[40]
worst max-delay path | inp_matrix[106] | -0.52 | 28 | out_matrix[47]
